==> constraint.sdc <==
current_design neural_implant_top

set clk_period 5.8
set clk_io_pct 0.2

create_clock -name clk0 -period $clk_period [get_ports {adc_clk}]
create_clock -name clk1 -period $clk_period [get_ports {sys_clk}]

set non_clock_inputs [all_inputs -no_clocks]
set_input_delay [expr $clk_period * $clk_io_pct] -clock clk0 $non_clock_inputs
set_output_delay [expr $clk_period * $clk_io_pct] -clock clk0 [all_outputs]
==> run.sh <==
#!/bin/bash
# OpenROAD 26Q1-2900-gdf79404cd8, Yosys 0.63+post, stock flow scripts
make -C /OpenROAD-flow-scripts/flow DESIGN_CONFIG=/design/flow/config.mk WORK_HOME=/design/flow/orfs finish
==> design.v <==
`timescale 1ns/1ps
module neural_implant_top #(
    parameter SAMPLE_W   = 12,
    parameter TS_W       = 16,
    parameter CH_W       = 4,
    parameter FIFO_DEPTH = 16
)(
    input  logic                 adc_clk,
    input  logic                 adc_rst_n,
    input  logic [SAMPLE_W-1:0]  adc_sample,
    input  logic [CH_W-1:0]      adc_channel,
    input  logic                 adc_valid,
    input  logic                 sys_clk,
    input  logic                 sys_rst_n,
    output logic                 data_valid,
    output logic [SAMPLE_W+TS_W+CH_W-1:0] data_out
);
    logic [TS_W-1:0] timestamp;
    always_ff @(posedge adc_clk or negedge adc_rst_n) begin
        if (!adc_rst_n)
            timestamp <= '0;
        else if (adc_valid)
            timestamp <= timestamp + 1'b1;
    end
    logic [SAMPLE_W+TS_W+CH_W-1:0] fifo_wdata;
    assign fifo_wdata = {adc_channel, timestamp, adc_sample};
    logic fifo_full, fifo_empty;
    logic fifo_wr_en, fifo_rd_en;
    assign fifo_wr_en = adc_valid && !fifo_full;
    async_fifo #(
        .DATA_W (SAMPLE_W+TS_W+CH_W),
        .DEPTH  (FIFO_DEPTH)
    ) u_fifo (
        .wr_clk   (adc_clk),
        .wr_rst_n (adc_rst_n),
        .wr_en    (fifo_wr_en),
        .wdata    (fifo_wdata),
        .full     (fifo_full),
        .rd_clk   (sys_clk),
        .rd_rst_n (sys_rst_n),
        .rd_en    (fifo_rd_en),
        .rdata    (data_out),
        .empty    (fifo_empty)
    );
    always_ff @(posedge sys_clk or negedge sys_rst_n) begin
        if (!sys_rst_n) begin
            fifo_rd_en <= 1'b0;
            data_valid <= 1'b0;
        end else begin
            if (!fifo_empty) begin
                fifo_rd_en <= 1'b1;
                data_valid <= 1'b1;
            end else begin
                fifo_rd_en <= 1'b0;
                data_valid <= 1'b0;
            end
        end
    end
endmodule
module async_fifo #(
    parameter DATA_W = 32,
    parameter DEPTH  = 16
)(
    input  logic              wr_clk,
    input  logic              wr_rst_n,
    input  logic              wr_en,
    input  logic [DATA_W-1:0] wdata,
    output logic              full,
    input  logic              rd_clk,
    input  logic              rd_rst_n,
    input  logic              rd_en,
    output logic [DATA_W-1:0] rdata,
    output logic              empty
);
    localparam ADDR_W = $clog2(DEPTH);
    logic [DATA_W-1:0] mem [0:DEPTH-1];
    logic [ADDR_W:0] wptr_bin, rptr_bin;
    logic [ADDR_W:0] wptr_gray, rptr_gray;
    logic [ADDR_W:0] rptr_gray_ff1, rptr_gray_ff2;
    logic [ADDR_W:0] wptr_gray_ff1, wptr_gray_ff2;
    always_ff @(posedge wr_clk or negedge wr_rst_n) begin
        if (!wr_rst_n) begin
            wptr_bin  <= '0;
            wptr_gray <= '0;
        end else if (wr_en && !full) begin
            mem[wptr_bin[ADDR_W-1:0]] <= wdata;
            wptr_bin  <= wptr_bin + 1'b1;
            wptr_gray <= (wptr_bin >> 1) ^ wptr_bin;
        end
    end
    always_ff @(posedge wr_clk or negedge wr_rst_n) begin
        if (!wr_rst_n) begin
            rptr_gray_ff1 <= '0;
            rptr_gray_ff2 <= '0;
        end else begin
            rptr_gray_ff1 <= rptr_gray;
            rptr_gray_ff2 <= rptr_gray_ff1;
        end
    end
    assign full = (wptr_gray == {~rptr_gray_ff2[ADDR_W:ADDR_W-1],
                                 rptr_gray_ff2[ADDR_W-2:0]});
    always_ff @(posedge rd_clk or negedge rd_rst_n) begin
        if (!rd_rst_n) begin
            rptr_bin  <= '0;
            rptr_gray <= '0;
            rdata     <= '0;
        end else if (rd_en && !empty) begin
            rdata     <= mem[rptr_bin[ADDR_W-1:0]];
            rptr_bin  <= rptr_bin + 1'b1;
            rptr_gray <= (rptr_bin >> 1) ^ rptr_bin;
        end
    end
    always_ff @(posedge rd_clk or negedge rd_rst_n) begin
        if (!rd_rst_n) begin
            wptr_gray_ff1 <= '0;
            wptr_gray_ff2 <= '0;
        end else begin
            wptr_gray_ff1 <= wptr_gray;
            wptr_gray_ff2 <= wptr_gray_ff1;
        end
    end
    assign empty = (wptr_gray_ff2 == rptr_gray);
endmodule
==> config.mk <==
export PLATFORM = sky130hd
export DESIGN_NAME = neural_implant_top
export DESIGN_NICKNAME = neural_implant_top
export VERILOG_FILES = /design/flow/design.v
export SDC_FILE = /design/flow/constraint.sdc
export NUM_CORES = 4
export LEC_CHECK = 1
export CORE_UTILIZATION = 30
==> impl.org <==
#+TITLE: Implementation results

** Synthesis
- Adder-cell area share of the yosys netlist :: 1.07%
- For reference, the top cells by area after synthesis are sky130_fd_sc_hd__edfxtp_1, sky130_fd_sc_hd__dfrtp_1, sky130_fd_sc_hd__a22oi_1.
- Flops after synth :: 599
- Sorting the Yosys area breakdown by cell type puts at the top sky130_fd_sc_hd__edfxtp_1.
- Netlist Area Pre-Place :: 22100 um^2
- For this run, the register share of the synthesized area comes to 79.3%.
- The synthesis report lists the Yosys warning total as 3.
- The average instance in the mapped netlist occupies 17.4 um^2.
- Gate Count Post-Synth :: 1275
- Synthesized-area fraction occupied by ao, oa, aoi and oai cells :: 12.3%
- Area fraction in xor and xnor cells :: 1.39%
- Per the Yosys statistics, synthesis produced 1275 cells.
- Synthesized chip area reported by yosys :: 22100 um^2
- In the synthesized netlist the dominant register cell turns out to be sky130_fd_sc_hd__edfxtp_1.
- Portion of netlist area occupied by mux cells :: 0.509%
- Number of enable flip-flop cells :: 512
- Post-Synth Simple-Gate Area :: 3.47%
- Largest family of logic cells by area :: AND-OR/OR-AND gates
- Of all flip-flops after synthesis, the portion carrying an async set or reset was 14.5%.
- Area fraction of the dominant cell type after synthesis :: 69.5%
- Synth cell types :: 50

** Worst setup path
- Crit Path Class :: register to register
- Max FO, Critical Path :: 45
- Worst endpoint required time :: 6.01 ns
- The largest individual stage delay along the critical path comes from the cell sky130_fd_sc_hd__a211oi_4.
- Cell Chain, Critical Path :: inv_1 > ha_4 > nor3_1 > a211oi_4 > buf_12 > or4b_1 > o32ai_1 > o21ai_1
- STA classifies the critical path endpoint as a register.
- Data arrives at the worst endpoint at 3.75 ns.
- CP startpoint kind :: register
- Delay of the slowest critical-path stage :: 0.67 ns

** GRT
- Per the GRT congestion report, total overflow comes to 0.
- Largest net degree at the start of global routing :: 64
- The number of global-route vias before repair was 13700.
- The first global-routing pass estimated 86.8 mm of wire.
- The number of antenna violations at the first check in global routing was 0.
- The global routing report lists combined usage of all routing layers as 16.9%.

** Timing
- Final hold violations :: 0
- The worst pin sits at a relative slew slack of 46.5%.
- Adding up every negative setup slack in the final design gives 0 ns.
- Setup violators final :: 0
- The transition time recorded at the tightest slew-check pin is 0.795 ns.
- RSZ-0062 raised after global routing :: no
- After layout, the worst setup slack is 2.25 ns.
- Number of pins exceeding their max-slew limit in the final report :: 0
- Clock Skew :: 0.0140 ns

** Place
- Final HPWL from detailed placement :: 32.5 mm
- Port buffer count :: 52
- Placer's final routability congestion estimate :: 0.868
- Post-Place Setup Slack :: 1.79 ns

** Die
- Measured along the y axis, the die boundary spans 274 um.
- Top-level I/O count :: 54
- The floorplan step set the die width to 274 um.
- In this run the standard cell core region covers 73000 um^2.
- The chip occupies 74800 um^2.
- Std cell rows :: 99
- Core Util at FP :: 30.3%

** CTS
- TritonCTS clock tree :: done
- Clock sinks :: 599
- Clock transition at the registers of the reported paths :: 0.08 ns
- Buffers added to address setup during post-CTS repair amount to 0.
- After clock tree synthesis, the repair step resized 0 gates.
- Number of buffers inserted for hold repair after clock tree synthesis :: 0

** Pwr
- Leakage :: 0.00831 uW
- The report lists the power per cell area as 527 nW/um^2.
- Worst ir drop on vdd :: 0.312 mV

** Route
- Detailed Routing Iterations Pass 1 :: 6
- The detailed router reported a total wirelength of 58.5 mm.
- For this sky-water flow run, the detailed-routed wirelength per cell is reported as 24.9 um.
- Residual DRC :: 0
- Total vias in the final route :: 12600
- The detail route stage leaves a number of antenna-violating nets equal to 0.
- Per the log, the first TritonRoute iteration ended with a DRC count of 1026.
- In the routed layout, each cell is associated on average with a via count of 5.34.
- Antenna diode instance count :: 0

** Cells and area
- The post-route netlist has 12.0% of its cells at a drive strength greater than 1.
- Area delta synth->final :: 16.2%

** Run status
- Outcome :: finished, final reports clean

** Worst hold path
- HP Class :: register to register

** Run
- Warnings raised by the tools during the run amount to 38.
- The report counts max-capacitance violations totalling 0.
==> placed cells by master, fill, tap and decap left out, types with 8 or more instances in the layout <==
master / count
sky130_fd_sc_hd__a21oi_1: 25
sky130_fd_sc_hd__a222oi_1: 68
sky130_fd_sc_hd__a22o_1: 25
sky130_fd_sc_hd__a22oi_1: 98
sky130_fd_sc_hd__a32oi_1: 8
sky130_fd_sc_hd__and3_2: 15
sky130_fd_sc_hd__buf_4: 40
sky130_fd_sc_hd__clkbuf_1: 18
sky130_fd_sc_hd__clkbuf_16: 60
sky130_fd_sc_hd__clkdlybuf4s50_1: 50
sky130_fd_sc_hd__clkinv_1: 9
sky130_fd_sc_hd__dfrtp_1: 87
sky130_fd_sc_hd__edfxtp_1: 512
sky130_fd_sc_hd__ha_1: 11
sky130_fd_sc_hd__inv_1: 14
sky130_fd_sc_hd__mux2_2: 10
sky130_fd_sc_hd__nand2_1: 39
sky130_fd_sc_hd__nand3_1: 14
sky130_fd_sc_hd__nor2_1: 52
sky130_fd_sc_hd__nor4_1: 17
sky130_fd_sc_hd__o211ai_1: 10
sky130_fd_sc_hd__o21ai_0: 20
sky130_fd_sc_hd__o221ai_1: 8
sky130_fd_sc_hd__o22ai_1: 38
sky130_fd_sc_hd__o31ai_1: 17
sky130_fd_sc_hd__xnor2_1: 23
sky130_fd_sc_hd__xor2_1: 12
==> flip-flops by register name, summed over array words and instances (netlist names) <==
name and flops:
u_fifo.mem 512, u_fifo.rdata 32, timestamp 16, u_fifo.rptr_gray 5, u_fifo.rptr_gray_ff1 5, u_fifo.rptr_gray_ff2 5
u_fifo.wptr_gray 5, u_fifo.wptr_gray_ff1 5, u_fifo.wptr_gray_ff2 5, u_fifo.rptr_bin 4, u_fifo.wptr_bin 4, fifo_rd_en 1
==> final cells by class <==
type	count	area, um^2
clock buffer	81	1610
sequential	599	17600
multi-input combinational	574	4220
inverter	19	71.3
timing repair buffer	93	831
tap	959	1200
clock inverter	25	230
fill	6659	47200
==> Yosys cell counts, types with 18 or more instances <==
cell / instances
sky130_fd_sc_hd__a222oi_1: 68
sky130_fd_sc_hd__nor2_1: 52
sky130_fd_sc_hd__a22o_1: 25
sky130_fd_sc_hd__clkbuf_1: 40
sky130_fd_sc_hd__nand2_1: 39
sky130_fd_sc_hd__a22oi_1: 98
sky130_fd_sc_hd__a21oi_1: 25
sky130_fd_sc_hd__xnor2_1: 23
sky130_fd_sc_hd__ha_1: 19
sky130_fd_sc_hd__dfrtp_1: 87
sky130_fd_sc_hd__and3_1: 20
sky130_fd_sc_hd__o21ai_0: 20
sky130_fd_sc_hd__o22ai_1: 38
sky130_fd_sc_hd__nor4_1: 18
sky130_fd_sc_hd__edfxtp_1: 512
sky130_fd_sc_hd__buf_1: 21
==> metal layers <==
| layer | global-route usage (%) | wire (um) |
|---|---|---|
| met5 | 0.834 | 0 |
| met4 | 4.22 | 1640 |
| met3 | 12.2 | 8940 |
| met2 | 25.9 | 27900 |
| met1 | 18.9 | 20000 |
==> report_power, final <==
group          internal [uW]  leakage, uW  switching, uW
sequential              5280      0.00574            335
clock                   2080     0.000881           1620
combinational           1500      0.00170           2750
==> cells by family after synthesis <==
family | Yosys count
compound gates | 349
fa+ha+maj | 19
buf+inv | 102
mux | 10
xor+xnor | 35
flops | 599
simple gates | 161
==> worst max-delay path: cells and delay by family (launching register included) <==
kind	cells	cell delay, ns
adder cells (fa/ha/maj)	1	0.59
AND-OR/OR-AND	3	1.21
AND/OR/NAND/NOR	2	0.65
buffers and inverters	2	0.47
flip-flops	1	0.46
==> final timing paths <==
kind | slack [ns] | endpoint | startpoint | cells past startpoint
min reg2reg | 0.24 | u_fifo.rptr_gray_ff1[1] | u_fifo.rptr_gray[1] | 0
min in group asynchronous | 0.60 | timestamp[1] | adc_rst_n | 2
min in group clk1 | 0.35 | u_fifo.wptr_gray_ff2[1] | u_fifo.wptr_gray_ff1[1] | 0
max reg2reg | 2.25 | u_fifo.rdata[11] | u_fifo.rptr_bin[3] | 8
max in group clk0 | 2.30 | u_fifo.mem[8][28] | adc_valid | 6
max in group asynchronous | 4.04 | u_fifo.rdata[16] | sys_rst_n | 2
min | 0.24 | u_fifo.rptr_gray_ff1[1] | u_fifo.rptr_gray[1] | 0
max | 2.25 | u_fifo.rdata[11] | u_fifo.rptr_bin[3] | 8
==> metrics by stage <==
step | hold slack [ns] | power, uW | area, um^2 | util [%] | std cells
6_report | 0.235 | 13600 | 25700 | 35.2 | 2350
5_1_grt | 0.245 | 14200 | 25700 | 35.2 | 2350
4_1_cts | 0.228 | 13700 | 25700 | 35.2 | 2350
3_5_place_dp | 0.336 | 9960 | 23900 | 32.7 | 2244
3_3_place_gp | 0.333 | 9890 | 23900 | 32.7 | 2244
2_1_floorplan | 0.331 | 8130 | 22100 | - | 1275
Power figures rest on the tool's default switching activity, not on a simulated workload.
